## flow/config.mk

```make
export PLATFORM = sky130hd
export DESIGN_NAME = CP0
export DESIGN_NICKNAME = CP0
export VERILOG_FILES = /design/flow/design.v
export SDC_FILE = /design/flow/constraint.sdc
export NUM_CORES = 4
export LEC_CHECK = 1
export CORE_UTILIZATION = 30
```

## flow/constraint.sdc

```tcl
current_design CP0

set clk_period 6.5
set clk_io_pct 0.2

create_clock -name clk0 -period $clk_period [get_ports {clk}]

set non_clock_inputs [all_inputs -no_clocks]
set_input_delay [expr $clk_period * $clk_io_pct] -clock clk0 $non_clock_inputs
set_output_delay [expr $clk_period * $clk_io_pct] -clock clk0 [all_outputs]
```

## flow/design.v

```verilog
`timescale 1ns / 1ps
module CP0 (
    input clk,
    input reset,
    input M_writeCP0_EN,
    input BD_IN,   
    input [4:0] excCode_IN,   
    input [4:0] CP0_regNUM,   
    input [5:0] intReq,   
    input [9:0] M_inStrType,   
    input [31:0] CP0_IN,
    input [31:0] VPC,   
    output [31:0] CP0_OUT,
    output [31:0] EPC_OUT,   
    output isIntExc   
);
    reg [31:0] SR, cause, EPC;   
    wire isInt, isExc;   
    assign isInt = (|(intReq & SR[15:10])) && SR[0] && !SR[1];  
    assign isExc = (excCode_IN != 5'h0 && !SR[1]);  
    assign CP0_OUT = (CP0_regNUM == 5'd12) ? SR :
                    (CP0_regNUM == 5'd13) ? cause :
                    (CP0_regNUM == 5'd14) ? EPC : 32'h0;
    assign EPC_OUT = (M_writeCP0_EN && CP0_regNUM == 5'd14) ? CP0_IN : EPC;  
    assign isIntExc = isInt | isExc;   
    always @(posedge clk) begin
        if (reset) begin
            SR <= 0;
            cause <= 0;
            EPC <= 0;
        end else begin
            cause[15:10] <= intReq;
            if (isInt) begin
                SR[1] <= 1'b1;
                EPC <= BD_IN ? (VPC - 4) : VPC;  
                cause[31] <= BD_IN;
                cause[6:2] <= 5'h0;
            end else if (isExc) begin
                SR[1] <= 1'b1;
                EPC <= BD_IN ? (VPC - 4) : VPC;
                cause[31] <= BD_IN;
                cause[6:2] <= excCode_IN;
            end
            if (M_inStrType == 10'h1f) begin
                SR[1] <= 1'b0;
            end
            if (M_writeCP0_EN & !isIntExc) begin
                case (CP0_regNUM)
                    5'd12: begin
                        SR[15:10] <= CP0_IN[15:10];
                        SR[1] <= CP0_IN[1];
                        SR[0] <= CP0_IN[0];
                    end
                    5'd13: begin
                    end
                    5'd14: begin
                        EPC <= CP0_IN;
                    end
                endcase
            end
        end
    end
endmodule
```

## flow/run.sh

```bash
#!/bin/bash
# OpenROAD 26Q1-2900-gdf79404cd8, Yosys 0.63+post, stock flow scripts
make -C /OpenROAD-flow-scripts/flow DESIGN_CONFIG=/design/flow/config.mk WORK_HOME=/design/flow/orfs finish
```

==> results.cfg <==
; physical design summary
[outcome]
outcome = finished, final reports clean

[routing]
viasPerCell = 5.561
drc = 0
detail_route.wl_per_cell_um = 18.21
drtIter0Drc = 281
dr.pass1.iters = 4
diodes = 0
routed_wl_um = 13490
ant_nets = 0
vias = 4121

[worst_setup_path]
start_kind = input port
worstRegToRegCells = 5
path_max_fanout = 51
crit_arrival_ns = 4.03
reg2reg_to = EPC[17]
r2r-start = SR[13]
required_ns = 5.20
reg2reg_slack_ns = 4.32
endpoint_kind = output port
criticalPathCategory = in -> out

[pwr]
p_sw_frac = 0.2511
p_leak_nw = 2.165
internal-power_mw = 0.6453
p_sw_mw = 0.2163
clkPwrFrac = 0.349
ir_worst_vdd_mv = 0.1087
power.density_nw_per_um2 = 155.0
combPwrFrac = 0.239
total_power_mw = 0.8616
pwr-share-seq = 0.412

[global_route]
antenna_found_initial = 0
grt-ovfl-total = 0
grt_pass1_vias = 3895
grt_max_degree = 52
grt_pass1_wl_um = 21120
track_usage = 0.2102

[logic_synthesis]
synthTopCellsByArea = dfxtp_1 (28%), and3_1 (7.1%), a2111oi_0 (5.4%), a21o_1 (5.0%), a311oi_1 (3.5%)
ys_chip_area_sq_um = 3722
ys_types = 64
ys_async_sr_fraction = 0
yosys_warnings = 1
ys_seq_share = 0.2797
syn_avg_cell_area_sq_um = 8.479
top_area_frac = 0.2797
ys_dominant_reg_cell = dfxtp_1
synth_top_cell_by_count = dfxtp_1
synth_stat.cells = 439
synth_flop_count = 52
edf_count = 0
top_cells_by_count = dfxtp_1 (52), and3_1 (42), clkbuf_1 (30)
synthCells = 439
syn_area_sq_um = 3722
synth.largest_area_cell = dfxtp_1

[cts]
ctsHoldBuffers = 0
htree_levels = 2
root_buffer = clkbuf_16
cts.clk_slew.worst_paths_ns = 0.07
cts_buffer_depth = 2
clkLatencyLatePin_ns = 0.29
cts_made_buffers = 5
cts_resized = 0
cts.sink_count = 52
post_cts_buffers = 0
cts_tree = yes

[flow_run]
tool_warnings = 25
max_cap_violations = 0

[sta]
skew_ns = 0.006035
layout_min_cycle_time_ns = 5.332
finalHoldViolCount = 0
maxSlewViolCount = 0
rsz0062_at_grt = no
clock.fmax_ghz = 0.1875
max_slew_margin = 0.4175
setup_tns_ns = 0
setup_ws_ns = 1.168
timing.final.crit_share = 0.8203
tightest_slew_ns = 0.8737
setup_viol = 0

[final_layout]
syn2layout_area_growth_pct = 49.34
fillCellCount = 1149
fin_cells = 741
drive_above_1_share = 0.07155
final_util = 0.4609

[place]
port_buffers = 158
gp_congestion = 0.8921
dp.cells = 733
dp_slack_ns = 1.208
dp.final_hpwl_um = 10300

[floorplan]
die_h_um = 113.4
rows = 40
ios = 159
die_x_um = 113.4
fp_util = 0.3086
core_sq_um = 12060
die_area_sq_um = 12860

[worst_hold_path]
whs_path_depth = 2
hold_start = cause[31]
holdPathEnd = cause[31]
hp-class = reg -> reg
power groups by stage:
| stage | Clock [mW] | Combinational (mW) | Sequential [mW] |
|---|---|---|---|
| 6_report | 0.301 | 0.206 | 0.355 |
| 5_1_grt | 0.317 | 0.225 | 0.357 |
| 4_1_cts | 0.307 | 0.207 | 0.354 |
routing by layer:
layer | GRT usage | up-vias | part of all wire
met3 | 0.03628 | 11 | 0.062
li1 | - | 2024 | -
met4 | 0.02018 | 0 | 0.013
met1 | 0.3136 | 1926 | 0.46
met5 | 0 | - | 0
met2 | 0.3350 | 160 | 0.46
worst max path at each step:
| stage | from | to | slack [ns] | cells past startpoint |
|---|---|---|---|---|
| CTS | CP0_regNUM[0] | EPC_OUT[23] | 1.20 | 7 |
| global route | CP0_regNUM[0] | EPC_OUT[20] | 1.02 | 7 |
| finish | CP0_regNUM[0] | EPC_OUT[23] | 1.17 | 7 |
cells by family after synthesis:
kind of cell,share of synthesized area
AOI/OAI and AO/OA,0.3059
and+or+nand+nor,0.2807
buffers and inverters,0.05680
adders and majority gates,0.003361
muxes,0.04538
xor gates and xnor gates,0.02824
DFF,0.2797
sequential cells by signal, summed over array words and instances, names as in the netlist:
name,flops
EPC,32
cause,12
SR,8
placed cells by master (no fill, tap or decap), drive strengths merged, types with 3 or more instances in the layout:
cell,Yosys,routed
nand4,15,15
nand3,7,7
a21o,25,25
clkbuf,31,6
xor2,7,7
clkdlybuf4s50,1,158
a22o,6,6
a22oi,3,3
nor2b,12,12
nor3,5,5
or4,16,16
o211a,7,7
a211oi,10,10
buf,6,7
o31ai,17,17
o211ai,3,3
o21ai,12,12
or3,7,7
nor4,9,9
a311oi,15,15
mux2,7,7
or2,6,6
a21oi,13,13
inv,4,5
and3,43,43
mux2i,9,9
o41ai,6,6
nand2,17,17
a2111oi,23,23
nor2,14,14
dfxtp,52,52
xnor2,5,5
area by class of cell:
class                   count  area (sq um)  area share
well taps                 168         210.2     0.03781
inverters                   5         18.77    0.003376
flip-flops and latches     52          1041      0.1873
multi-input cells         343          2487      0.4474
clock buffers               6         128.9     0.02318
repair buffers            165          1634      0.2939
clock inverters             2         38.79    0.006977
critical path, stage by stage:
cell and delay [ns]:
clkdlybuf4s50_1 0.60, and4bb_2 0.38, buf_4 0.36, nand2_1 0.42, buf_4 0.36, a21o_1 0.20
clkdlybuf4s50_1 0.40
per-stage QoR:
stage,instance area (sq um),hold WS [ns]
floorplan,3722,0.4434
global placement,5391,0.4541
detailed placement,5391,0.4701
CTS,5559,0.4812
global route,5559,0.4982
finish,5559,0.4830
No activity file was given, so power comes from the tool's default toggle rates.
