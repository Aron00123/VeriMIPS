==> design.v <==
`timescale 1ns / 1ps
module TC (
    input clk,
    input reset,
    input [31:2] Addr,
    input WE,
    input [31:0] Din,
    output [31:0] Dout,
    output IRQ
);
    reg [1:0] state;
    reg [31:0] mem[2:0];
    reg _IRQ;
    assign IRQ  = mem[0][3] & _IRQ;
    assign Dout = mem[Addr[3:2]];
    wire [31:0] load = Addr[3:2] == 0 ? {28'h0, Din[3:0]} : Din;
    integer i;
    always @(posedge clk) begin
        if (reset) begin
            state <= 0;
            for (i = 0; i < 3; i = i + 1) mem[i] <= 0;
            _IRQ <= 0;
        end else if (WE) begin
            mem[Addr[3:2]] <= load;
        end else begin
            case (state)
                2'b00:
                if (mem[0][0]) begin
                    state <= 2'b01;
                    _IRQ  <= 1'b0;
                end
                2'b01: begin
                    mem[2] <= mem[1];
                    state  <= 2'b10;
                end
                2'b10:
                if (mem[0][0]) begin
                    if (mem[2] > 1) mem[2] <= mem[2] - 1;
                    else begin
                        mem[2] <= 0;
                        state  <= 2'b11;
                        _IRQ   <= 1'b1;
                    end
                end else state <= 2'b00;
                default: begin
                    if (mem[0][2:1] == 2'b00) mem[0][0] <= 1'b0;
                    else _IRQ <= 1'b0;
                    state <= 2'b00;
                end
            endcase
        end
    end
endmodule
==> run.sh <==
#!/bin/bash
# OpenROAD 26Q1-2900-gdf79404cd8, Yosys 0.63+post, stock flow scripts
make -C /OpenROAD-flow-scripts/flow DESIGN_CONFIG=/design/flow/config.mk WORK_HOME=/design/flow/orfs finish
==> config.mk <==
export PLATFORM = sky130hd
export DESIGN_NAME = TC
export DESIGN_NICKNAME = TC
export VERILOG_FILES = /design/flow/design.v
export SDC_FILE = /design/flow/constraint.sdc
export NUM_CORES = 4
export LEC_CHECK = 1
export CORE_UTILIZATION = 50
==> constraint.sdc <==
current_design TC

set clk_period 7.3
set clk_io_pct 0.2

create_clock -name clk0 -period $clk_period [get_ports {clk}]

set non_clock_inputs [all_inputs -no_clocks]
set_input_delay [expr $clk_period * $clk_io_pct] -clock clk0 $non_clock_inputs
set_output_delay [expr $clk_period * $clk_io_pct] -clock clk0 [all_outputs]
==> impl_metrics.json <==
{
  "syn_inst": 552,
  "clk_latency_ps": 420,
  "rows": 42,
  "die_h_um": 119,
  "area_delta_synth_final_pct": 22.7,
  "io_buffers": 69,
  "powerDensity_nw_per_um2": 225,
  "switching_power_uw": 428,
  "avgSynthCellArea_um2": 12.3,
  "required_ps": 5840,
  "drt-initial-drc-count": 376,
  "cpPeakStageDelay_ps": 620,
  "p_comb_share_pct": 11.2,
  "path_delay_family": "buffers and inverters",
  "ys.flops": 133,
  "drive_gt1_share_pct": 15.0,
  "postCtsSetupRepairBufs": 0,
  "timing.final.crit_share_pct": 63.9,
  "gp_congestion": 0.879,
  "flop_cell": "edfxtp_1",
  "grt_usage_pct": 29.6,
  "hold-worst-slack_ps": 447,
  "switching_share_pct": 22.8,
  "worstPathCellList": "buf_2 > buf_4 > mux4_2 > clkdlybuf4s50_1",
  "synth.distinct_cells": 54,
  "antenna_left": 0,
  "antenna_found_initial": 0,
  "async_reset_ff_share_pct": 0,
  "setup_violations": 0,
  "synth-edff-count": 128,
  "drv_cap": 0,
  "antennaDiodeCount": 0,
  "die_w_um": 119,
  "htreeDepth": 4,
  "final_cell_area_um2": 8340,
  "cts_hold_buf": 0,
  "clkSlewWorstSetupHoldPaths_ps": 50,
  "ys_seq_share_pct": 58.0,
  "grt_pass1_wl_um": 28300,
  "drv_slew": 0,
  "dr.pass1.iters": 4,
  "clk_path_buf_depth": 2,
  "cts_tree": "done",
  "dp.final_hpwl_um": 10700,
  "p_leak_nw": 3.10,
  "synth_warnings": 1,
  "via_count": 4998,
  "tightest_slew_ps": 802,
  "critPathBufInv": 3,
  "postPlaceCellArea_um2": 7810,
  "intPower_mw": 1.45,
  "viasPerCell": 5.98,
  "slowest_stage": "mux4_2",
  "pwr-share-clk_pct": 40.3,
  "wirelength_um": 18000,
  "ys_cells": 552,
  "die-area_um2": 14100,
  "warning_count": 55,
  "cp.arrival_ps": 3210,
  "slew_headroom_pct": 46.1,
  "root_buffer": "clkbuf_16",
  "cts_resized": 0,
  "fin_tns_setup_ps": 0,
  "fmax_mhz": 214,
  "seq_power_share_pct": 48.4,
  "ir_worst_vdd_v": 0.000139,
  "wl_per_cell_um": 21.5,
  "ioPinCount": 98,
  "path_max_fanout": 37,
  "hp-class": "reg -> reg",
  "synth_chip_area_um2": 6800,
  "cts_sinks": 133,
  "period_minus_slack_ps": 4670,
  "grt_max_degree": 40,
  "initial_core_util_pct": 51.3,
  "first_global_vias": 5263,
  "cp-start-kind": "input port",
  "cp-end-kind": "output pin",
  "skew_ps": 6.63,
  "worstSetupPathType": "in -> out",
  "hold_viol": 0,
  "drcViolationCount": 0,
  "rsz0062_at_grt": "no",
  "status": "completed",
  "numCtsBuffers": 17,
  "fp.coreArea_um2": 13200,
  "grt_overflow": 0,
  "netlist_area_um2": 6800
}
## kinds of logic (layout without fill, tap and decap cells)
family	after synthesis	after routing	share of synthesized area, %
AND-OR/OR-AND	58	58	6.02
XOR/XNOR	27	27	3.48
adder cells (fa/ha/maj)	2	2	0.368
buffers and inverters	45	126	2.61
flip-flops	133	133	58.0
multiplexers	33	33	10.8
other	1	28	0.0552
AND/OR/NAND/NOR	253	253	18.7
## through the flow
stage | std cells | utilization, % | total power [mW] | setup slack, ps
after CTS | 836 | 63.0 | 1.89 | 2580
final | 836 | 63.0 | 1.88 | 2630
after global placement | 804 | 59.0 | 1.13 | 2600
after global routing | 836 | 63.0 | 1.95 | 2500
after detailed placement | 804 | 59.0 | 1.14 | 2580
after floorplan | 579 | - | 1.03 | 2210
## worst min-delay path: cells and delay by family (launching register included)
| kind | cells | cell delay [ps] |
|---|---|---|
| flops | 1 | 310 |
| simple gates | 2 | 90 |
## placed cells by master, fill, tap and decap left out, types with 8 or more instances in the layout
master	instances
a21oi_1	20
a221oi_1	9
and2_1	14
and3_1	12
buf_4	17
clkbuf_16	17
clkdlybuf4s50_1	67
clkinv_2	9
conb_1	28
edfxtp_1	128
inv_1	8
mux4_2	32
nand2_1	43
nand3_1	30
nor2_1	81
nor3_1	23
nor4_1	11
xnor2_1	8
xor2_1	19
## flip-flops by register name, indices dropped and copies added, names as in the netlist
signal	count
_IRQ	1
state	4
mem	128
## final timing paths
check            start    endpoint  slack, ps  cells after the start
max            Addr[2]    Dout[14]       2630                      4
min           state[3]    state[3]        450                      2
max reg2reg  mem[2][5]  mem[2][10]       4440                      6
min reg2reg   state[3]    state[3]        450                      2
## power groups by stage
stage / combinational, mW / clock, mW / sequential [mW]
final: 0.211 / 0.758 / 0.911
after CTS: 0.213 / 0.771 / 0.911
after global routing: 0.231 / 0.805 / 0.916
## cell usage after synthesis, types with 2 or more instances
master,n,area share [%]
xnor2_1,8,1.0
nand4_1,4,0.37
or2_2,5,0.46
and4_1,2,0.26
nor3_1,24,1.8
or3_1,6,0.55
a31oi_1,3,0.28
nor2_1,81,4.5
a32o_1,2,0.29
nand3_1,30,2.2
mux4_2,32,11
a221oi_1,9,1.2
o21ai_1,2,0.15
o31ai_1,2,0.22
nand2_1,43,2.4
o211ai_1,3,0.33
edfxtp_1,128,57
ha_1,2,0.37
nor4_1,13,1.2
and3_1,12,1.1
nor4_2,4,0.74
clkbuf_1,31,1.7
dfxtp_1,5,1.5
buf_1,4,0.22
a21oi_1,20,1.5
o21ai_0,4,0.29
or4_1,6,0.66
nand2b_1,3,0.28
inv_1,8,0.44
xor2_1,19,2.4
and2_1,14,1.3
## per-layer routing
metal | up-vias | part of all wire [%] | GRT usage [%]
li1 | 2261 | - | -
met4 | 2 | 1.8 | 4.19
met1 | 2420 | 41 | 45.4
met3 | 27 | 11 | 14.0
met5 | - | 0.25 | 2.57
met2 | 288 | 46 | 43.5
## layout make-up
| type | count | area (µm²) |
|---|---|---|
| clock buffers | 18 | 429 |
| clock inverters | 14 | 93.8 |
| fillers | 1047 | 4910 |
| inverters | 8 | 30.0 |
| multi-input cells | 401 | 2810 |
| flip-flops and latches | 133 | 3940 |
| well taps | 176 | 220 |
| repair buffers | 86 | 808 |
Power figures rest on the tool's default switching activity, not on a simulated workload.
