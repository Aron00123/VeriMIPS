`flow/constraint.sdc`:
```
current_design E_REG

set clk_period 1.0
set clk_io_pct 0.2

create_clock -name clk0 -period $clk_period [get_ports {clk}]

set non_clock_inputs [all_inputs -no_clocks]
set_input_delay [expr $clk_period * $clk_io_pct] -clock clk0 $non_clock_inputs
set_output_delay [expr $clk_period * $clk_io_pct] -clock clk0 [all_outputs]
```
`flow/design.v`:
```
`timescale 1ns / 1ps
module E_REG (
    input clk,
    input reset,
    input clr,
    input [31:0] D_inStr,
    input [31:0] D_PC,
    input [4:0] D_writeReg,   
    input [31:0] D_RD1,
    input [31:0] D_RD2,
    input [31:0] D_extResult,
    output [31:0] E_inStr,
    output [31:0] E_PC,
    output [4:0] E_writeReg,   
    output [31:0] E_RD1,
    output [31:0] E_RD2,
    output [31:0] E_extResult
);
    reg [31:0] temp_inStr, temp_PC, temp_RD1, temp_RD2, temp_extResult;
    reg [4:0] temp_writeReg;
    always @(posedge clk) begin
        if (reset | clr) begin
            temp_inStr <= 0;
            temp_PC <= 0;
            temp_writeReg <= 0;
            temp_RD1 <= 0;
            temp_RD2 <= 0;
            temp_extResult <= 0;
        end else begin
            temp_inStr <= D_inStr;
            temp_PC <= D_PC;
            temp_writeReg <= D_writeReg;
            temp_RD1 <= D_RD1;
            temp_RD2 <= D_RD2;
            temp_extResult <= D_extResult;
        end
    end
    assign E_inStr = temp_inStr;
    assign E_PC = temp_PC;
    assign E_writeReg = temp_writeReg;
    assign E_RD1 = temp_RD1;
    assign E_RD2 = temp_RD2;
    assign E_extResult = temp_extResult;
endmodule
```
`flow/run.sh`:
```
#!/bin/bash
# OpenROAD 26Q1-2900-gdf79404cd8, Yosys 0.63+post, stock flow scripts
make -C /OpenROAD-flow-scripts/flow DESIGN_CONFIG=/design/flow/config.mk WORK_HOME=/design/flow/orfs finish
```
`flow/config.mk`:
```
export PLATFORM = sky130hd
export DESIGN_NAME = E_REG
export DESIGN_NICKNAME = E_REG
export VERILOG_FILES = /design/flow/design.v
export SDC_FILE = /design/flow/constraint.sdc
export NUM_CORES = 4
export LEC_CHECK = 1
export CORE_AREA = 10 10 176 176
export DIE_AREA = 0 0 186 186
```
==> out/metrics.csv <==
metric,value,unit
status,finished with violations,
failing checks,setup timing,
wire per inst,17.2,um
Worst VDD drop,1000,uV
"Seq share, synth",0.582,
RSZ-0062 raised after global routing,yes,
clk slew on worst S/H paths,0.07,ns
First-pass DRT Iterations,6,
CTS Buf Count,17,
Setup crit end kind,output pin,
Die W,186,um
largest net degree at the start of global routing,34,
kind of cell adding the most delay to the critical path,flip-flops,
H-tree levels,4,
Vias,3966,
Synth top area share,0.582,
CP Launch Type,flip-flop,
I/O pins,333,
WP buf/inv,1,
# setup viols final,159,
top post-synthesis cells by count,"165 x dfxtp_1, 150 x nor3b_2, 32 x buf_6",
CTS Root Cell,clkbuf_16,
Setup crit start,temp_RD2[29],
Area Growth Syn to Fin,65.6,%
Mapped Cells,366,
Core Util at FP,0.210,
number of warnings in the stage logs,27,
"area leader, netlist",dfxtp_1,
synthesized area,0.00568,mm^2
Worst EP required,0.80,ns
hold path startpoint,reset,
Slew headroom,0.710,
YS chip area,0.00568,mm^2
GR Overflow Total,0,
clk sinks,165,
PnR worst setup slack,-0.0405,ns
global-route usage over all layers,0.103,
design area,0.00940,mm^2
DR DRC count,0,
DP Cell Count,1036,
CP cell instances,buf_2,
post-layout period usage,1.04,
dpl hpwl,14300,um
minimum clock period,1.04,ns
CTS resizes,559,
CP max stage delay,0.32,ns
Longest Clk Path Bufs,2,
Cell Pwr Density,1620,mW/mm^2
Post-synth area hogs,"dfxtp_1 58%, nor3b_2 33%, buf_6 6.3%",
dpl cell area,0.00956,mm^2
yosys cell count,366,
Die Area,0.0346,mm^2
max cap viols,0,
Cell Type Count,7,
row cnt,60,
layout cells sized above 1,0.562,
crit path DAT,0.84,ns
port bufs,332,
routability cong.,0.752,
antenna cells,0,
number of enable flip-flop cells,0,
setup slack at placement,-0.303,ns
Post-Layout Cell Count,1067,
#FFs+latches synth,165,
Mapped Avg Cell Area,15.5,um^2
CTS tree,built,
post-DR vias/cell,3.72,
Lkg Pwr,3.91,nW
Hold Buf Count CTS,0,
first-pass GRT wire length,26800,um
total power,15.2,mW
ys flop type,dfxtp_1,
Slew Limit Fails,0,
post-CTS setup buffer count,0,
vias in the first global route,4283,
Vert. Die Dim,186,um
DRT antenna net count,0,
worst setup path category,reg -> out,
worst hold stages,3,
"wirelength, routed",18300,um
Hold Path End,temp_inStr[5],
Achievable Freq,0.961,GHz
Slew @ Worst Pin,0.434,ns
Fillers,2712,
slowest CP cell,dfxtp_2,
ys async rst share,0,
Core ar.,0.0270,mm^2
cell with the most instances after synthesis,dfxtp_1,
worst hold path class,in -> reg,
Syn. warnings,1,
final hold violations,0,
initial antenna violation count,0,
initial detailed-routing violation count,49,
largest fanout on the critical path,1,
metal layers:
| layer | wire length (um) | up-vias | global-route usage | share of wire |
|---|---|---|---|---|
| met5 | 0 | - | 0 | 0 |
| met4 | 146 | 0 | 0.00935 | 0.0080 |
| met3 | 3210 | 6 | 0.0755 | 0.17 |
| met2 | 7570 | 227 | 0.148 | 0.41 |
| met1 | 7420 | 1792 | 0.127 | 0.40 |
| li1 | - | 1941 | - | - |
cells in the final DEF (no fill, tap or decap):
| cell type | count |
|---|---|
| buf_12 | 21 |
| buf_2 | 156 |
| buf_4 | 12 |
| buf_6 | 9 |
| bufinv_16 | 2 |
| clkbuf_1 | 1 |
| clkbuf_16 | 17 |
| clkbuf_8 | 2 |
| clkdlybuf4s50_1 | 165 |
| clkinv_2 | 2 |
| clkinv_4 | 1 |
| clkinvlp_4 | 3 |
| dfxtp_1 | 137 |
| dfxtp_2 | 28 |
| inv_6 | 4 |
| inv_8 | 1 |
| nor3b_1 | 15 |
| nor3b_2 | 150 |
final cells by class:
cell class,instances,area (um^2),share of cell area
Clock buffer,18,429,0.0456
Tap cell,341,427,0.0454
Clock inverter,13,148,0.0157
Multi-Input combinational cell,165,1990,0.212
Timing Repair Buffer,365,3070,0.327
Sequential cell,165,3340,0.355
where the power goes:
part	internal [mW]	total [mW]	switching [mW]
combinational	1.20	1.76	0.564
sequential	6.84	6.90	0.0554
clock	3.72	6.56	2.84
flip-flops by register name, summed over array words and instances (netlist names):
name / count
temp_PC: 32
temp_RD1: 32
temp_RD2: 32
temp_extResult: 32
temp_inStr: 32
temp_writeReg: 5
cell families after synthesis:
| family | count (synthesis) | share of synthesized area |
|---|---|---|
| simple gates | 165 | 0.350 |
| buf+inv | 36 | 0.0677 |
| flops | 165 | 0.582 |
per-stage QoR:
stage / TNS (ns) / util / hold slack, ns
floorplan: 0 / - / 0.357
global placement: -0.802 / 0.354 / 0.612
detailed placement: -0.647 / 0.354 / 0.611
CTS: -8.41 / 0.345 / 0.153
global route: -10.99 / 0.348 / 0.164
finish: -2.27 / 0.348 / 0.184
how the worst max path moves through the flow:
stage | slack (ns) | to | cells past startpoint
4_1_cts | -0.08 | E_RD1[18] | 1
5_1_grt | -0.10 | E_RD2[29] | 1
6_report | -0.04 | E_RD2[29] | 1
No activity file was given, so power comes from the tool's default toggle rates.
